**flow/design.v**
```verilog
`timescale 1ns / 1ps
module encoder_pulse
#
(
    parameter MAX_VALUE = 8
)
(
    input  logic                           clock,
    input  logic                           reset,
    input  logic [$clog2(MAX_VALUE+1)-1:0] incoming_line,
    input  logic                           incoming_line_valid,
    output logic                           outgoing_line
);
    logic [$clog2(MAX_VALUE+1)-1:0] internal_number, counter;
    logic                           countdown_flag;
    assign outgoing_line = (countdown_flag && counter == internal_number) ? 0 : 1;
    always_ff @(posedge clock, posedge reset) begin
        if (reset) begin
            internal_number <= 1'b0;
            counter <= MAX_VALUE;
            countdown_flag <= 1'b0;
        end
        else begin
            if (incoming_line_valid) begin
                internal_number <= incoming_line;
                countdown_flag <= 1'b1;
                counter <= MAX_VALUE;
            end
            if (countdown_flag && !incoming_line_valid && !outgoing_line) begin
                counter <= counter - 'd1;
            end
            if (!outgoing_line && !incoming_line_valid) begin
                countdown_flag <= 1'b0;
            end
        end
    end
endmodule : encoder_pulse
```
**flow/run.sh**
```bash
#!/bin/bash
# OpenROAD 26Q1-2900-gdf79404cd8, Yosys 0.63+post, stock flow scripts
make -C /OpenROAD-flow-scripts/flow DESIGN_CONFIG=/design/flow/config.mk WORK_HOME=/design/flow/orfs finish
```
**flow/config.mk**
```make
export PLATFORM = sky130hd
export DESIGN_NAME = encoder_pulse
export DESIGN_NICKNAME = encoder_pulse
export VERILOG_FILES = /design/flow/design.v
export SDC_FILE = /design/flow/constraint.sdc
export NUM_CORES = 4
export LEC_CHECK = 1
export CORE_AREA = 10 10 70 70
export DIE_AREA = 0 0 80 80
```
**flow/constraint.sdc**
```tcl
current_design encoder_pulse

set clk_period 2.1
set clk_io_pct 0.2

create_clock -name clk0 -period $clk_period [get_ports {clock}]

set non_clock_inputs [all_inputs -no_clocks]
set_input_delay [expr $clk_period * $clk_io_pct] -clock clk0 $non_clock_inputs
set_output_delay [expr $clk_period * $clk_io_pct] -clock clk0 [all_outputs]
```
==> highlights.md <==
• number of clock buffers inserted by TritonCTS: 3
• kind of launch point of the worst setup path: flip-flop
• post-route cell area: 599 um2
• synthesized chip area reported by yosys: 452 um2
• clock root buffer master: clkbuf_4
• result of the run: completed
• leakage power total: 0.224 nW
• path type of the worst setup path: reg2out
• share of synthesized area spent on multiplexers: 9.97%
• Late-Pin Clk Latency: 0.25 ns
• top cells by count: dfrtp_1 (8), mux2_2 (4), xnor2_1 (4)
• worst path arrival time: 1.36 ns
• Top logic family: AND-OR/OR-AND gates
• antenna violations before repair: 0
• aoi share: 15.0%
• adder-cell share of the synthesized area: 2.77%
• sinks on the clock net: 9
• Avg Vias per Cell: 3.49
• final clock period utilization by the worst path: 84.8%
• Worst Max-Slew Pin Slew: 0.412 ns
• flip-flop and latch count after synthesis: 9
• number of standard cells in the final layout excluding fillers: 94
• clock-pin transition on the worst setup and hold timing paths: 0.06 ns
• I/O Pins: 8
• Remaining Overflow, GRT: 0
• wire length of the first global-routing pass: 1550 um
• count of cell types in the netlist: 22
• number of cells in the yosys synthesis report: 38
• total inserted antenna cells: 0
• number of global-route vias before repair: 327
• Pwr Density: 708 nW/um2
• register-to-register path setup slack: 0.65 ns
• Routed WL: 918 um
• HP Class: in2async
• Netlist Area Pre-Place: 452 um2
• post-detailed-placement cell area: 568 um2
• filler cell count: 393
• capture point of the worst reg-to-reg path: counter[1]
• Pre-Repair DR Iteration Count: 3
• row count: 21
• placer's final routability congestion estimate: 0.762
• die height: 80 um
• Relative slew margins: 72.5%
• deepest level of the CTS H-tree: 1
• share of flip-flops with an asynchronous set or reset: 100%
• Max FO, Critical Path: 3
• Warnings, synthesis: 1
• Final Hold Vio Count: 0
• time the worst path needs with I/O delays and setup: 1.78 ns
• peak supply drop: 240 uV
• fp_density: 13.2%
• remaining antenna violation count after routing: 0
• maximum clock rate: 562 MHz
• simple-gate area share of the yosys netlist: 7.76%
• cell accounting for the most synthesized area: dfrtp_1
• yosys xor share: 7.76%
• hold buffer count at cts: 0
• Max Root-Sink Buffers: 2
• input/output buffers: 7
• Pwr Total: 0.000424 W
• area added between synthesis and finish: 32.7%
• Post-synth EDFFs: 0
• Post-Synthesis Cells: 38
• # Max-Cap Violations: 0
• depth of the worst register-to-register path: 5
• detailed-placement wirelength estimate: 719 um
• ratio of cells with drive above 1 in the final layout: 25.0%
• aggregate global-route resource usage: 3.01%
• DR iter-0 viols: 2
• mean area per synthesized cell: 11.9 um2
• final worst hold slack: 0.431 ns
• top post-synthesis cells by area: dfrtp_1 (44%), mux2_2 (10%), xnor2_1 (7.8%), dfstp_2 (5.8%), ha_1 (2.8%)
• primary flip-flop cell chosen by synthesis mapping: dfrtp_1
• launching point of the worst reg2reg path: counter[3]
• Top cell area share: 44.3%
• setup repair after global routing missed its margin: false
• most repeated cell in the gate-level netlist after synthesis: dfrtp_1
• count of vias placed by the detailed router: 328
• # DRC: 0
• number of warnings the tools reported: 25
• Finish-stage setup viols: 0
• max-slew violations: 0
• overall die width: 80 um
• Synth Seq Share: 50.1%
• Reg area: 226 um2
• area of the core: 3420 um2
• required time reported for the critical path endpoint: 1.68 ns
• CP Capture Type: primary output
• clock tree from TritonCTS: built
• total negative setup slack: 0 ns
• clock tree skew after final layout: 0.00102 ns
• die area: 6400 um2
• largest net degree at the start of global routing: 12
• wire length per cell after detailed routing: 9.77 um
• multi-input combinational cell area: 198 um2
• cell count after placement: 90
==> cells in the final DEF, fill, tap and decap left out <==
cell	synthesis	routed
xnor2_1	4	4
clkdlybuf4s50_1	0	6
a21o_1	1	1
a41o_1	1	1
a21oi_1	2	2
clkbuf_4	0	3
a21oi_2	1	1
a31o_2	1	1
nand2b_1	1	1
buf_4	1	1
nor2_1	1	1
inv_1	3	3
a311oi_1	1	1
clkbuf_1	0	1
nor2b_1	1	1
and4_1	1	1
mux2_2	4	4
nand2_2	0	1
a31oi_1	1	1
ha_1	1	1
a211oi_1	1	1
nor4_1	1	1
dfstp_2	1	1
dlymetal6s2s_1	0	1
dfrtp_1	8	8
==> worst max-delay path, stage by stage, from the launching register on <==
cell and delay [ns]:
dfstp_2 0.54, xnor2_1 0.11, and4_1 0.23, nand2_2 0.08, dlymetal6s2s_1 0.15
==> worst max-delay path by stage <==
| stage | endpoint | slack [ns] | depth (start not counted) | startpoint |
|---|---|---|---|---|
| 6_report | outgoing_line | 0.32 | 4 | counter[3] |
| 4_1_cts | outgoing_line | 0.01 | 4 | counter[3] |
| 5_1_grt | outgoing_line | 0.23 | 4 | counter[3] |
==> sequential cells by signal, indices dropped and copies added (netlist names) <==
signal / cells
internal_number: 4
counter: 4
countdown_flag: 1
==> metal layers <==
metal,GRT usage [%],vias to the layer above,part of all wire [%]
li1,-,160,-
met1,4.33,159,48
met2,4.01,7,46
met3,1.25,2,3.8
met4,0.704,0,1.2
met5,0,-,0
==> report_power, final <==
| part | total, W | switching, W | internal (W) |
|---|---|---|---|
| registers | 0.000207 | 0.0000152 | 0.000192 |
| logic | 0.0000885 | 0.0000398 | 0.0000486 |
| clock network | 0.000129 | 0.0000559 | 0.0000729 |
==> cell families after synthesis <==
kind of cell | after synthesis
mux | 4
flops | 9
fa+ha+maj | 1
buf+inv | 5
simple gates | 6
compound gates | 9
xor+xnor | 4
==> timing repair <==
action	4_1_cts	5_1_grt
gates resized	1	1
endpoints found under the setup margin	1	1
setup buffers	0	0
pin swaps	0	1
==> metrics by stage <==
step	setup slack, ns	utilization (%)
finish	0.320	17.5
global route	0.235	17.5
CTS	0.0130	17.5
detailed placement	0.283	16.6
global placement	0.285	16.6
floorplan	0.673	-
==> final cells by class <==
class,count,share of cell area (%)
Sequential cell,9,37.8
Tap cell,46,9.60
Timing Repair Buffer,8,13.4
Multi-Input combinational cell,24,33.0
Clock buffer,4,4.38
Inverter,3,1.88
Power figures rest on the tool's default switching activity, not on a simulated workload.
