$ cat flow/constraint.sdc
current_design comp_pulse_another_design

set clk_period 2.0
set clk_io_pct 0.2

create_clock -name clk0 -period $clk_period [get_ports {x_pulse}]
create_clock -name clk1 -period $clk_period [get_ports {y_pulse}]

set non_clock_inputs [all_inputs -no_clocks]
set_input_delay [expr $clk_period * $clk_io_pct] -clock clk0 $non_clock_inputs
set_output_delay [expr $clk_period * $clk_io_pct] -clock clk0 [all_outputs]
$ cat flow/run.sh
#!/bin/bash
# OpenROAD 26Q1-2900-gdf79404cd8, Yosys 0.63+post, stock flow scripts
make -C /OpenROAD-flow-scripts/flow DESIGN_CONFIG=/design/flow/config.mk WORK_HOME=/design/flow/orfs finish
$ cat flow/design.v
module comp_edge (
	input logic rst_b,   
	input logic x_edge,
	input logic y_edge,
	input logic [6:0] u_capture,u_minus,u_search,u_backoff,
	output logic [6:0] prob,
	output logic inc	
);
logic [2:0] to_sel_mux;
comp_edge_resolve comp_edge_resolve_inst(.rst_b,.x_edge,.y_edge,.to_sel_mux);
edge_sel edge_sel_inst(.cases(to_sel_mux),.u_capture,.u_backoff,.u_minus,.u_search,.prob,.inc);
endmodule
module comp_edge_resolve (
	input logic rst_b,   
	input logic x_edge,
	input logic y_edge,
	output logic [2:0] to_sel_mux	
);
logic neg_y_edge;
always_comb begin
	neg_y_edge = ~y_edge;
	to_sel_mux[2] = x_edge;
	to_sel_mux[1] = y_edge;
end
always_ff @(negedge neg_y_edge, negedge rst_b) begin
    if (~rst_b)
        to_sel_mux[0] <= 'b0;
    else
        to_sel_mux[0] <= x_edge;
end
endmodule
module edge_sel (
	input logic [2:0] cases,
	input logic [6:0] u_capture,u_minus,u_search,u_backoff,
	output logic [6:0] prob,
	output logic inc	
);
always_comb begin 
	prob = 0;
	inc = 0;
	case (cases)
		3'b000 : begin
			prob = 0;
			inc = 0;
		end
		3'b010 : begin
			prob = u_backoff;
			inc = 0;
		end
		3'b100 : begin
			prob = u_search;
			inc = 1;
		end
		3'b110 : begin
			prob = u_minus;
			inc = 0;
		end
		3'b111 : begin
			prob = u_capture;
			inc = 1;
		end
		default :  ;
	endcase
end
endmodule
module comp_pulse_another_design (
	input x_pulse,     
	input y_pulse,  
	input rst_b,   
	input logic [6:0] u_capture,u_minus,u_search,u_backoff,
	output logic [6:0] prob,
	output logic inc
);
logic x_edge,y_edge;
comp_pulse_edge comp_pulse_edge_inst(.rst_b,.x_pulse,.y_pulse,.x_edge,.y_edge);
comp_edge comp_edge_inst(.rst_b,.x_edge,.y_edge,.u_search,.u_minus,.u_capture,.u_backoff,.prob,.inc);
endmodule
module comp_pulse_edge (
	input rst_b,
	input logic x_pulse,
	input logic y_pulse,
	output logic x_edge,
	output logic y_edge	
);
logic setup_x_pulse,setup_y_pulse;
assign setup_x_pulse = ~(~x_pulse);
assign setup_y_pulse = ~(~y_pulse);
always_ff @(posedge setup_x_pulse, negedge rst_b) begin
    if (~rst_b)
        x_edge <= 'b0;
    else
        x_edge <= x_pulse;
end
always_ff @(posedge setup_y_pulse, negedge rst_b) begin
    if (~rst_b)
        y_edge <= 'b0;
    else
        y_edge <= y_pulse;
end
endmodule
$ cat flow/config.mk
export PLATFORM = sky130hd
export DESIGN_NAME = comp_pulse_another_design
export DESIGN_NICKNAME = comp_pulse_another_design
export VERILOG_FILES = /design/flow/design.v
export SDC_FILE = /design/flow/constraint.sdc
export NUM_CORES = 4
export LEC_CHECK = 1
export CORE_AREA = 10 10 74 74
export DIE_AREA = 0 0 84 84
==> Slide: Implementation Results <==
Implementation Results

Run status
  – Status: finished, violations left
  – Violated checks: negative hold slack

Final timing
  – Slew margin rel.: 0.485
  – RSZ-0062 raised after global routing: no
  – Measured slew at the worst slew-check pin: 0.772 ns
  – Final hold slack: -0.0740 ns
  – Fin. max-slew vios: 0
  – Final Hold Vio Count: 2
  – Final setup margin: 0.126 ns
  – Endpoints left unconstrained: 1
  – Register pins left without a clock: 1
  – Final setup violation count: 0

Route
  – Final WL: 1.85 mm
  – Iteration-0 DRC Markers: 11
  – Wire per inst: 13.5 um
  – WL met3: 117 um
  – Via-per-instance ratio: 3.77
  – Pre-Repair DR Iteration Count: 2
  – Met2 WL: 1.01 mm
  – Routed vias: 516
  – DRC viols: 0
  – Post-DRT Antenna Nets: 0
  – Top sig layer: met4
  – Met1 wire length: 710 um
  – ANT cells: 0

Floorplanning
  – Core area: 3970 um^2
  – Top Ports: 39
  – Row cnt: 23
  – Total die area: 7060 um^2
  – Die X: 84 um
  – Die Ht: 84 um
  – Initial Util: 0.117

Worst setup path
  – Crit path kind: flip-flop to output port
  – Crit path cell chain: buf_12, buf_4, nand4bb_1, o211ai_2, dlygate4sd2_1
  – Critical path endpoint category: output port
  – Crit start category: flip-flop
  – Slowest CP cell: dfrtp_1
  – Critical path buffers and inverters: 3
  – WP data required: 1.60 ns
  – Delay-heaviest family, CP: buffers and inverters
  – WP data arrival: 1.47 ns
  – Max incr delay on CP: 0.38 ns
  – CP max FO: 8

Synthesis
  – Post-synth top flop: dfrtp_1
  – Yosys top cell by area: nand4bb_1
  – Yosys stat chip area: 464 um^2
  – Synth warn: 3
  – Register share after synthesis: 0.162
  – Syn Std Cell Area: 464 um^2
  – Unique cell types: 9
  – EDFF count, synth: 0
  – Cells after Synth: 38
  – Cell area leaders: nand4bb_1 34%, o211ai_2 19%, dfrtp_1 16%
  – Post-synth ARST share: 1.00
  – Top-count cell post-synth: nand4bb_1
  – # Cells Yosys: 38
  – Commonest cells post-synth: 14 x nand4bb_1, 7 x mux2i_1, 7 x o211ai_2
  – Synthesis-stage register bit count: 3
  – Synth Area per Inst: 12.2 um^2
  – Top area contributor share: 0.340

Placement
  – Detailed-placement wirelength estimate: 1.39 mm
  – Input/output buffers: 37
  – Gp weighted congestion: 0.741
  – Placement Setup Slack: -0.0473 ns

GRT
  – Largest net degree at the start of global routing: 23
  – First-pass GRT wire length: 2.86 mm
  – All-layer global routing usage: 0.0497
  – Vias in the first global route: 592
  – Initial antenna violation count: 0
  – GRT overflow: 0

Power
  – Logic pwr share: 0.530
  – Peak supply drop: 0.804 mV
  – Static Leak: 0.000456 uW
  – PD cells: 1260 nW/um^2
  – Sw Share: 0.280
  – Clk pwr share: 0.373
  – P_sw: 376 uW
  – Sequential share of power: 0.098
  – Power Internal: 966 uW

Run
  – Tool warnings: 26
  – MaxCap Viol Count: 0

CTS
  – Clock-pin slew on the worst setup and hold paths: 0.03 ns
  – CTS tree: built

Min path
  – Hold WC Path Type: clock port to flip-flop

Finish
  – Area grow syn2layout: 130%
  – Share of layout cells above drive strength 1: 0.287
-- layer usage --
layer,vias to the layer above,track usage
li1,261,-
met1,238,0.0504
met2,15,0.0829
met3,2,0.0315
met4,0,0.0137
met5,-,0
-- registers in the layout, summed over array words and instances, names as in the netlist --
register / cells
comp_edge_inst.comp_edge_resolve_inst.to_sel_mux: 1
comp_pulse_edge_inst.x_edge: 1
comp_pulse_edge_inst.y_edge: 1
-- repair_timing --
item	in CTS	in global routing
pin swaps	1	1
setup endpoints to repair	7	1
resized	7	2
buffers inserted	0	4
endpoints found under the hold margin	0	0
hold buffers	0	0
-- placed cells by master (no fill, tap or decap) --
master	synthesis	routed
and2_1	1	1
buf_12	0	2
buf_4	0	4
clkbuf_8	0	10
clkdlybuf4s50_1	0	29
dfrtp_1	3	3
dlygate4sd2_1	0	7
dlymetal6s2s_1	0	1
mux2i_1	7	7
nand2_8	1	1
nand4bb_1	14	14
o211ai_2	7	7
xnor2_2	0	1
-- kinds of logic after synthesis --
kind of cell,after synthesis,synth area share
buffers and inverters,4,0.0835
AND-OR/OR-AND,7,0.189
multiplexers,7,0.151
AND/OR/NAND/NOR,16,0.396
XOR/XNOR,1,0.0189
flip-flops,3,0.162
-- layout make-up --
| class | instances | area (um^2) |
|---|---|---|
| Tap cell | 50 | 62.6 |
| Clock buffer | 10 | 138 |
| Timing Repair Buffer | 43 | 434 |
| Sequential cell | 3 | 75.1 |
| Multi-Input combinational cell | 31 | 358 |
| Fill cell | 419 | 2900 |
-- path summary, 6_finish.rpt --
path / start / to / slack [ns] / cells after the start
max: comp_pulse_edge_inst.y_edge / prob[2] / 0.13 / 5
min: x_pulse / comp_pulse_edge_inst.x_edge / -0.07 / 2
max in group clk1: y_pulse / comp_pulse_edge_inst.y_edge / 0.97 / 2
max in group asynchronous: rst_b / comp_pulse_edge_inst.y_edge / 1.57 / 1
min in group clk1: y_pulse / comp_pulse_edge_inst.y_edge / -0.07 / 2
min in group asynchronous: rst_b / comp_pulse_edge_inst.x_edge / 0.29 / 1
-- per-stage QoR --
step	TNS [ns]	power, uW	util	instances	instance area [um^2]
after floorplan	0	494	-	38	464
after global placement	-0.0589	838	0.226	123	898
after detailed placement	-0.0702	849	0.226	123	898
after CTS	0	1310	0.259	133	1030
after global routing	0	1450	0.269	137	1070
final	0	1340	0.269	137	1070
-- power groups by stage --
| stage | clock [uW] | combinational, uW | sequential [uW] |
|---|---|---|---|
| CTS | 517 | 665 | 131 |
| global route | 532 | 776 | 137 |
| finish | 500 | 711 | 131 |
Power is estimated from default activity; no workload was simulated.
