`flow/design.v`:
```
module comp_pulse (
	input clk,
	input x_pulse,     
	input y_pulse,  
	input rst_b,   
	input logic [6:0] u_capture,u_minus,u_search,u_backoff,
	output logic [6:0] prob,
	output logic inc
);
localparam no_x_no_y = 2'd0,no_y_x = 2'd1,no_x_y = 2'd2,x_y = 2'd3;
logic [1:0] next_state,state;
always_comb begin : proc_state_output
	next_state = state;
	prob = 0;
	inc = 0;
	case (state)
		no_x_no_y : begin
			if(~rst_b) begin
				next_state = no_x_no_y;
				prob = 0;
				inc = 0;
			end
			if(x_pulse)
				next_state = no_y_x;
			if(y_pulse)
				next_state = no_x_y;
			if(x_pulse & y_pulse) begin
				next_state = x_y;
				prob = u_capture;
				inc = 1;
			end	 
		end
		no_y_x : begin
			if(~rst_b) begin
				next_state = no_x_no_y;
				prob = u_search;
				inc = 1;
			end
			if(y_pulse) begin
				next_state = x_y;
				prob = u_capture;
				inc = 1;
			end
		end
		no_x_y : begin
			if(~rst_b) begin
				next_state = no_x_no_y;
				prob = u_backoff;
				inc = 0;
			end
			if(x_pulse) begin
				next_state = x_y;
				prob = u_minus;
				inc = 0;
			end
		end
		x_y : begin
			if(~rst_b) begin
				next_state = no_x_no_y;
			end
		end
	 	default :  ;
	 endcase 
 end 
 register #(.WL(2)) reg_state(.clk(clk),.rst_b(rst_b),.d(next_state),.q(state),.wen(1));
endmodule
module register 
    #(parameter WL = 1)
    (input  logic               clk,
    input   logic               rst_b,
    input   logic   [WL-1:0]    d,
    output  logic   [WL-1:0]    q,
    input   logic               wen);
    always_ff @(posedge clk, negedge rst_b) begin
        if (~rst_b)
            q <= 'b0;
        else begin
            if (wen)
                q <= d;
        end
    end
endmodule: register
```
`flow/run.sh`:
```
#!/bin/bash
# OpenROAD 26Q1-2900-gdf79404cd8, Yosys 0.63+post, stock flow scripts
make -C /OpenROAD-flow-scripts/flow DESIGN_CONFIG=/design/flow/config.mk WORK_HOME=/design/flow/orfs finish
```
`flow/config.mk`:
```
export PLATFORM = sky130hd
export DESIGN_NAME = comp_pulse
export DESIGN_NICKNAME = comp_pulse
export VERILOG_FILES = /design/flow/design.v
export SDC_FILE = /design/flow/constraint.sdc
export NUM_CORES = 4
export LEC_CHECK = 1
export CORE_AREA = 10 10 70 70
export DIE_AREA = 0 0 80 80
```
`flow/constraint.sdc`:
```
current_design comp_pulse

set clk_period 2.0
set clk_io_pct 0.2

create_clock -name clk0 -period $clk_period [get_ports {clk}]

set non_clock_inputs [all_inputs -no_clocks]
set_input_delay [expr $clk_period * $clk_io_pct] -clock clk0 $non_clock_inputs
set_output_delay [expr $clk_period * $clk_io_pct] -clock clk0 [all_outputs]
```
==> results.json <==
{
  "outcome": "finished, final reports clean",
  "grt.overflow.total": 0,
  "cts_buffers": 3,
  "netlist_area_um2": 442,
  "holdWs_ns": 0.281,
  "cts.sinks": 4,
  "postSynthSeqShare": 0.229,
  "detail_route.wl_per_cell_um": 13.4,
  "top_cell_area_share": 0.170,
  "antenna_left": 0,
  "crit_fanout": 5,
  "pre_cts_slack_ns": -0.401,
  "gp_congestion": 0.798,
  "start_kind": "input port",
  "ys_area_um2": 442,
  "power.total_mw": 0.304,
  "skew_ns": 0.00151,
  "htree_levels": 1,
  "synth_flops": 4,
  "syn_inst": 55,
  "ioPinCount": 40,
  "area_leaders": "dfrtp_1 (17%), o211ai_1 (12%), a32oi_1 (12%)",
  "grt_max_degree": 9,
  "placed_area_um2": 940,
  "io_buffer_count": 39,
  "finalHoldViolCount": 0,
  "timing.fmax_mhz": 523,
  "top_register": "reg_state.q",
  "grt_use_total": 0.0640,
  "rsz0062_at_grt": "false",
  "dr.pass1.iters": 4,
  "power_leakage_nw": 0.429,
  "startpoint": "rst_b",
  "die_h_um": 80,
  "fin_area_um2": 1010,
  "first_global_vias": 739,
  "ys_warn_count": 3,
  "critical_path_arrival_ns": 1.51,
  "vias_per_cell": 4.13,
  "worstPathRequired_ns": 1.60,
  "core_area_um2": 3420,
  "vias": 648,
  "clk_latency_ns": 0.23,
  "largest_reg_flops": 4,
  "worst_pin_slew_ns": 0.250,
  "setup_viol": 0,
  "min_period_ns": 1.91,
  "vdd_drop_max_v": 0.000105,
  "grt_antenna_before_repair": 0,
  "maxSlewViolCount": 0,
  "grt_pass1_wl_um": 3420,
  "areaGrowthSynthToFinish_pct": 129,
  "synth_cell_types": 20,
  "drc": 0,
  "drt_iter0_markers": 29,
  "chipArea_um2": 6400,
  "dieWidth_um": 80,
  "cts_buffer_depth": 2,
  "clk_pin_slew_ns": 0.04,
  "fp_util": 0.129,
  "cts_hold_buffers": 0,
  "max-slew-margin-rel": 0.831,
  "powerDensity_nw_per_um2": 301,
  "drive_gt1_frac": 0.306,
  "fill_cells": 368,
  "rows": 21,
  "r2r_cells": 4,
  "setup_slack_ns": 0.0878,
  "finalSetupTns_ns": 0,
  "drt_wl_total_um": 2110,
  "ys_cells": 55,
  "diodes": 0,
  "drv_cap": 0,
  "post-synth-top-area-cell": "dfrtp_1",
  "largestRegisters": "reg_state.q x4",
  "timing.rr.start": "reg_state.q[2]",
  "hold_path.class": "input port to async pin",
  "min_period_over_period": 0.956,
  "final_cell_mix": "clkdlybuf4s50_1 (28), buf_4 (13), inv_1 (8), o211ai_1 (7), nand3_1 (7)",
  "layout.cells.most_common": "clkdlybuf4s50_1",
  "ctsRootBufferMaster": "clkbuf_4",
  "openroad.warnings": 25,
  "hpwl_um": 1700,
  "cts_tree": "built",
  "synth_area_per_cell_um2": 8.03,
  "worstSetupPathType": "input port to output port",
  "end_kind": "output port"
}
[timing repair]
action / CTS / global route
pin swaps: 5 / 3
gates resized: 17 / 17
endpoints found under the setup margin: 8 / 6
buffers inserted: 4 / 2
[synthesized netlist by cell type]
library cell  n
a21oi_1       3
a221oi_1      1
a22oi_1       3
a31oi_1       1
a32oi_1       6
buf_2         2
buf_6         2
dfrtp_1       3
dfstp_2       1
inv_1         8
inv_2         1
nand2_1       1
nand3_1       7
nor2_1        3
nor3b_4       2
nor4bb_1      1
o211ai_1      7
o21ai_0       1
o21ai_1       1
o21ai_2       1
[logic make-up (layout without fill, tap and decap cells)]
kind of cell | after synthesis | after routing | synth area share
compound gates | 24 | 24 | 0.399
simple gates | 14 | 14 | 0.221
buf+inv | 13 | 69 | 0.150
flops | 4 | 4 | 0.229
[final timing paths]
path                       slack, ns              to
min in group clk0               0.52  reg_state.q[0]
min reg2reg                     0.52  reg_state.q[0]
max                             0.09         prob[6]
max reg2reg                     0.90  reg_state.q[0]
min                             0.28  reg_state.q[1]
max in group asynchronous       1.40  reg_state.q[0]
[final cells by class]
class / instances / area [um^2] / share of cell area
repair buffers: 56 / 494 / 0.489
multi-input cells: 38 / 297 / 0.294
flip-flops and latches: 4 / 101 / 0.100
well taps: 46 / 57.6 / 0.0570
inverters: 9 / 33.8 / 0.0335
clock buffers: 4 / 26.3 / 0.0260
[critical path: stages]
cell and delay [ns]:
dlygate4sd2_1 0.24, buf_6 0.12, nor3b_4 0.18, buf_6 0.13
buf_4 0.10, a32oi_1 0.05, o211ai_1 0.09, clkdlybuf4s15_1 0.20
[metal layers]
layer  global-route usage  wire length (um)  vias up
li1                     -                 -      324
met1               0.0829               978      299
met2               0.0995               933       23
met3               0.0227               166        2
met4               0.0141                30        0
met5                    0                 0        -
[where the power goes]
group | switching [mW] | internal [mW] | leakage, nW
Sequential | 0 | 0.0814 | 0.0522
Combinational | 0.0357 | 0.0766 | 0.362
Clock | 0.0355 | 0.0750 | 0.0150
Total | 0.0712 | 0.233 | 0.429
[through the flow]
stage / util / cells
2_1_floorplan: - / 55
3_3_place_gp: 0.275 / 147
3_5_place_dp: 0.275 / 147
4_1_cts: 0.292 / 155
5_1_grt: 0.296 / 157
6_report: 0.296 / 157
Power figures rest on the tool's default switching activity, not on a simulated workload.
